## design/flow/design.v

```verilog
`timescale 1ps/1ps
module fsm_up_down_counter(clk, reset, dir, out);
    input clk, reset, dir;
    output reg [1:0] out;
    reg [1:0] state;
    parameter s0 = 2'b00, s1 = 2'b01, s2 = 2'b10, s3 = 2'b11;
    always @(posedge clk or posedge reset) begin
        if (reset)
            state <= s0;
        else begin
            case (state)
                s0: state <= (dir) ? s3 : s1;
                s1: state <= (dir) ? s0 : s2;
                s2: state <= (dir) ? s1 : s3;
                s3: state <= (dir) ? s2 : s0;
            endcase
        end
    end
    always @(state) begin
        case (state)
            s0: out = 2'b00;
            s1: out = 2'b01;
            s2: out = 2'b10;
            s3: out = 2'b11;
        endcase
    end
endmodule
```

## design/flow/run.sh

```bash
#!/bin/bash
# OpenROAD 26Q1-2900-gdf79404cd8, Yosys 0.63+post, stock flow scripts
make -C /OpenROAD-flow-scripts/flow DESIGN_CONFIG=/design/flow/config.mk WORK_HOME=/design/flow/orfs finish
```

## design/flow/config.mk

```make
export PLATFORM = sky130hd
export DESIGN_NAME = fsm_up_down_counter
export DESIGN_NICKNAME = fsm_up_down_counter
export VERILOG_FILES = /design/flow/design.v
export SDC_FILE = /design/flow/constraint.sdc
export NUM_CORES = 4
export LEC_CHECK = 1
export CORE_AREA = 10 10 70 70
export DIE_AREA = 0 0 80 80
```

## design/flow/constraint.sdc

```tcl
current_design fsm_up_down_counter

set clk_period 1.6
set clk_io_pct 0.2

create_clock -name clk0 -period $clk_period [get_ports {clk}]

set non_clock_inputs [all_inputs -no_clocks]
set_input_delay [expr $clk_period * $clk_io_pct] -clock clk0 $non_clock_inputs
set_output_delay [expr $clk_period * $clk_io_pct] -clock clk0 [all_outputs]
```

==> run notes <==
Implementation summary

The net load switching power is 47.2 uW. Per the final layout report, the fraction of cells sized above drive strength 1 comes to 0.550. The number of cell instances after yosys synthesis is 11. The number of iterations in the first detailed-routing pass is 1. The register-to-register setup slack is 0.73 ns. Cell internal power was estimated by the tool at 201 uW. In the final layout, the registers with the most flip-flops are state (4).

The gate family responsible for the most delay along the worst path is flip-flops. At the pin with the least slew margin, the transition time is 0.169 ns. The core region is roughly 0.0034 mm2. The buffer levels on the longest clock path is 2. The flop and latch count out of synthesis is 4. The final RePlAce weighted congestion is 0.641. The cell sequence reported for the critical path is or2_2 > dlygate4sd2_1.

Across the VDD grid, the largest voltage drop is 0.121 mV. The number of buffer and inverter instances along the worst setup path is 1. The clock sink count is 4. The share of total power dissipated in sequential elements is 0.410.

The final core utilization is 0.0853. The fraction of power consumed by the clock network is 0.552. The summed standard-cell area reported by yosys is roughly 160 um2. Headroom to the max-slew limit came out at 0.887.

The clock buffer count from CTS is 3. Setup repair after global routing left no endpoint under its margin. The critical setup path kind is reg2out.

For this run, the total global-route usage over all layers was measured as 0.0116. The min-delay analysis places its worst path in the category in2async. In this build the clock could be raised as far as 683 MHz. The number of primary I/O pins is 5. Summed over all instances, the cell type with the most area after synthesis is sky130_fd_sc_hd__dfrtp_1. The flow ran to the end, and the final reports show no timing, DRC or antenna violations. The height of the die is 80 um. The switching share of power is 0.190. The source of the critical timing path is state[3]. From the final report, the count of setup violators was given as 0. The worst setup path is captured at an output pin.

The combinational fraction of design power is 0.038. The register with the most flip-flops in the layout has 4 of them. The routed design shows a wire length per standard cell of 5.24 um. Before any placement, the netlist area is recorded as between 150 and 200 um2.

The worst reg2reg path startpoint is state[1]. After synthesis, the cell types taking the most area are sky130_fd_sc_hd__dfrtp_1 46%, sky130_fd_sc_hd__mux2_2 28%, sky130_fd_sc_hd__dfstp_2 16%. The residual DRC count is 0. In this run the cell area measured after placement is roughly 260 um2. The initial antenna violation count is 0. In this run the worst path has a maximum fanout of 4. The sum of negative setup slack is 0 ns. The number of gates on the worst path with buffers counted is 2. In the routed layout, each cell is associated on average with a via count of 1.67.

The antenna violation net count after detailed routing is 0. On the critical path the data arrives at roughly 1.1 ns. The die is 80 um wide.

The capture point of the worst register-to-register path is recorded as state[2]. The synthesis report lists the Yosys warning total as 1. The report lists the number of standard-cell rows as 21.

The share of the core area taken by cells at floorplan is 0.0476. The number of cells on the worst reg-to-reg path is 2. The final tally of hold violations is 0. The fraction of post-synthesis cell area in the top cell type by area is 0.462. The final setup skew is 0.00657 ns. The clock latency reported for the late side of the worst-skew pair is 0.24 ns.

The total routed wirelength is 346 um. During placement, the flow inserted port buffers numbering 4. The critical path launch point type is a flop. The registers of the reported paths see a clock transition of 0.04 ns. Summing all non-filler instances in the final layout gives an area of between 200 and 300 um2. Detailed routing inserted a total of 110 vias.

The leakage power in the latest report is 0.000137 uW. The chip footprint is 0.00640 mm2. Detailed-route iteration 0 reported a violation count of 0.

The final critical-path share of the clock period is 0.915. The via count of the first global-routing pass is between 100 and 150. The final antenna diode tally reported by the flow is 0. After global routing the overflow that remains totals 0. The gate count of the mapped netlist is 11. The first global-routing pass estimated approximately 510 um of wire. CTS built an H-tree with a depth of 1.

The longest individual stage delay on the worst path is 0.38 ns. The power density relative to cell area is ~850 mW/mm2. The pin count of the biggest net entering global routing is 5.

The critical path's slowest stage uses the library cell sky130_fd_sc_hd__dfrtp_1. The number of max-cap violations is 0. TritonCTS built the clock tree.

Per the synthesis report, the number of distinct cell types is 5. The final critical delay including setup and external delays is 1.46 ns. Clock tree synthesis selected as its root buffer the cell sky130_fd_sc_hd__clkbuf_4. The register with the most flip-flops in the final layout is state.

The average cell area after synthesis is 14.8 um2. The sequential share of the synthesized area is 0.623. The total number of warnings across the stage logs is 25. The worst path required time is 1.28 ns. The max-slew violation total from the final report is 0. Between the synthesized netlist and the finished layout, the area growth was recorded as 79.2%.
-- layer usage --
layer | vias to the layer above | track usage | share of wire
li1 | 55 | - | -
met1 | 46 | 0.00600 | 0.34
met2 | 7 | 0.0120 | 0.27
met3 | 2 | 0.0250 | 0.35
met4 | 0 | 0.00704 | 0.035
met5 | - | 0 | 0
-- cells in the mapped netlist (all sizes together) --
| library cell | instances |
|---|---|
| dfrtp | 3 |
| dfstp | 1 |
| inv | 1 |
| mux2 | 4 |
| or2 | 2 |
-- layout make-up --
type                       count  area (um2)
sequential                     4         101
inverter                       1        3.75
clock buffer                   4        26.3
fill                         405        3120
tap                           46        57.6
multi-input combinational      6        57.6
timing repair buffer           5        45.0
-- per-stage QoR --
stage	setup slack (ns)	total power, uW	hold WS [ns]	std cells
detailed placement	0.199	113	0.511	61
CTS	0.116	258	0.250	66
finish	0.136	249	0.258	66
floorplan	0.654	106	0.0854	11
global route	0.0668	267	0.265	66
global placement	0.212	112	0.506	61
-- repair_timing --
item	4_1_cts	5_1_grt
resized	2	0
endpoints found under the setup margin	2	0
buffers inserted	1	0
hold buffers	0	0
-- worst max path at each step --
stage         slack, ns     end
finish             0.14  out[0]
global route       0.07  out[0]
CTS                0.12  out[0]
-- cell families (layout without fill, tap and decap cells) --
logic type,after synthesis,count (layout),synth area share
and+or+nand+nor,2,2,0.0769
DFF,4,4,0.623
buffers and inverters,1,10,0.0231
muxes,4,4,0.277
-- layout by cell type, fill, tap and decap left out, drive strengths merged --
cell and instances:
dfstp 1, clkbuf 4, mux2 4, clkdlybuf4s50 2
inv 1, dlygate4sd2 2, dfrtp 3, or2 2
buf 1
-- power by group through the flow --
stage	Sequential, uW	Combinational [uW]	Clock [uW]
4_1_cts	102	9.70	146
5_1_grt	102	10.3	155
6_report	102	9.47	137
Power is estimated from default activity; no workload was simulated.
