==> ./config.mk <==
export PLATFORM = sky130hd
export DESIGN_NAME = decade_counter
export DESIGN_NICKNAME = decade_counter
export VERILOG_FILES = /design/flow/design.v
export SDC_FILE = /design/flow/constraint.sdc
export NUM_CORES = 4
export LEC_CHECK = 1
export CORE_AREA = 10 10 70 70
export DIE_AREA = 0 0 80 80
==> ./constraint.sdc <==
current_design decade_counter

set clk_period 1.8
set clk_io_pct 0.2

create_clock -name clk0 -period $clk_period [get_ports {clk}]

set non_clock_inputs [all_inputs -no_clocks]
set_input_delay [expr $clk_period * $clk_io_pct] -clock clk0 $non_clock_inputs
set_output_delay [expr $clk_period * $clk_io_pct] -clock clk0 [all_outputs]
==> ./design.v <==
`timescale 1ns / 1ps
module decade_counter(
    input clk,
    input reset,
    output reg [3:0]count
);
    always @(posedge clk) begin
        if(reset) 
            count <= 4'b0;
         else if (count == 4'b1001)
            count <= 4'b0;
         else
            count <= count + 1;
    end
endmodule
==> ./run.sh <==
#!/bin/bash
# OpenROAD 26Q1-2900-gdf79404cd8, Yosys 0.63+post, stock flow scripts
make -C /OpenROAD-flow-scripts/flow DESIGN_CONFIG=/design/flow/config.mk WORK_HOME=/design/flow/orfs finish
==> Slide: Implementation Results <==
Physical Implementation Snapshot

CTS
  – Hold-fix buffers, CTS: 0
  – Clock Tree Root: clkbuf_4
  – Clock transition at path regs: 0.04 ns
  – Skew-Pair Late Insertion Delay: 0.23 ns
  – Post-CTS Repair Setup Buffers: 0
  – CTS tree: done
  – CTS buffer count: 3
  – # resized after CTS: 0
  – H-Tree Depth: 1
  – # clock sinks: 4
  – CTS Buffer Depth: 2

Floorplan
  – Width of the die: 80 um
  – Init Core Util: 0.0527
  – I/O pin cnt: 6
  – Row cnt: 21
  – Die height: 80 um
  – Die ar.: 6400 um^2
  – CORE AREA: 3420 um^2

Drt
  – ANT cells: 0
  – First-pass DRT Iterations: 2
  – ANT nets after route: 0
  – Drt first-iter violations: 3
  – Post-Route WL: 469 um
  – WL/cell: 6.42 um
  – DRC Markers: 0
  – Total number of vias: 167
  – Drt via density: 2.29

Pwr
  – Max rail drop VDD: 0.393 mV
  – Power share of the clock group: 0.462
  – Switching part of the total: 0.214
  – Switching pwr: 0.0508 mW
  – Gate power share: 0.105
  – Seq pwr share: 0.433
  – Leakage: 0.0979 nW
  – P_int: 0.187 mW
  – Pwr Total: 0.237 mW
  – Pwr dens: 765 nW/um^2

Critical path
  – Setup Crit Path Kind: reg2out
  – CP startpoint kind: flip-flop
  – Worst-path maximum fanout: 7
  – R2r endpoint: count[3]
  – R2r setup slk: 0.60 ns
  – Critical Path Max Stage Delay: 0.52 ns
  – Worst Setup End Kind: output pin
  – FF-to-FF Start: count[1]
  – R2R depth: 4
  – Crit path DAT: 1.16 ns
  – Required time of the critical path: 1.44 ns
  – CP delay by family, top: buffers and inverters
  – Crit path buffers/inverters: 1
  – Critical-path cell list: clkdlybuf4s50_1
  – Crit-path slowest cell: clkdlybuf4s50_1

GRT
  – Pin count of the biggest net entering global routing: 8
  – Initial antenna violation count: 0
  – Grt total ovfl: 0
  – Vias in the first global route: 178
  – First-pass GRT wire length: 752 um
  – Overall routing resource usage: 0.0155

Finish
  – Final design area excluding fillers: 310 um^2
  – Share of cells above drive strength 1: 0.111
  – Top reg by flops: count
  – Largest regs: count: 4 flops
  – Max reg flops: 4
  – Non-filler cells, final: 73
  – Core Util, Final: 0.0908
  – Synth-to-Final Area Change: 72.2%

STA
  – Slew Limit Fails: 0
  – Final setup margin: 0.275 ns
  – Tcrit/Tclk final: 0.847
  – Max Clock Skew: 0.000435 ns
  – Hold Slack: 0.490 ns
  – Min Tclk post-route: 1.52 ns
  – Final Hold Fails: 0
  – Max Fclk: 0.656 GHz
  – Rel. slew slack: 0.856
  – Fin Setup TNS: 0 ns
  – Worst slew pin tran: 0.216 ns
  – RSZ-0062 raised after global routing: no
  – # setup viols final: 0

Logic synthesis
  – Top cells by count: dfxtp_1, ha_1, nand2_1, nor2_1
  – Post-synth top area cell: dfxtp_1
  – Largest type area fraction: 0.444
  – Yosys Instances: 19
  – Mapped Avg Cell Area: 9.48 um^2
  – Yosys top cell by instances: dfxtp_1
  – Synth Seq Share: 0.444
  – Count of mapped cells out of synthesis: 19
  – Most common reg cell: dfxtp_1
  – Unique cell types: 13
  – Synth area leaders: dfxtp_1, ha_1, nand4b_1
  – Async SR Flop Fraction: 0
  – EDFF count, synth: 0
  – Registers, synthesis: 4
  – Netlist Area Pre-Place: 180 um^2
  – YS chip area: 180 um^2
  – Synth Warn #: 1

Placement
  – Port-buffer cells: 5
  – Hpwl dp: 368 um
  – Dpl cell area: 288 um^2
  – GP Congestion: 0.695
  – Placed insts: 70
  – Pre-CTS WS: 0.505 ns

Hold path
  – Hold crit path type: reg2reg
  – Hold EP: count[0]
  – Min-Delay Path Depth: 1
  – Hold path startpoint: count[0]

Job
  – Max Cap Violations: 0
  – Log Warnings: 26

Run status
  – Outcome: completed
==> cell type report <==
class	count	area [um^2]
Clock buffer	3	22.5
Fill cell	406	3110
Inverter	1	3.75
Multi-Input combinational cell	14	96.3
Sequential cell	4	80.1
Tap cell	46	57.6
Timing Repair Buffer	5	50.0
==> cells by family (layout without fill, tap and decap cells) <==
| family | after synthesis | after routing | share of synthesized area |
|---|---|---|---|
| compound gates | 3 | 3 | 0.104 |
| fa+ha+maj | 2 | 2 | 0.139 |
| buf+inv | 1 | 9 | 0.0208 |
| flops | 4 | 4 | 0.444 |
| simple gates | 9 | 9 | 0.292 |
==> power groups by stage <==
stage | sequential, mW | combinational [mW] | clock (mW)
after CTS | 0.103 | 0.0258 | 0.115
after global routing | 0.104 | 0.0297 | 0.122
final | 0.103 | 0.0250 | 0.110
==> cell usage in the layout (no fill, tap or decap) <==
cell,netlist,layout
nand3_1,1,1
dfxtp_1,4,4
clkbuf_4,0,3
or3b_1,1,1
nand4b_1,1,1
clkdlybuf4s50_1,0,5
a31oi_1,1,1
nor2_1,2,2
o21bai_1,1,1
inv_1,1,1
nand2_1,2,2
ha_1,2,2
or2b_1,1,1
nand3b_1,1,1
a21oi_1,1,1
==> per-layer routing <==
metal | routed length [um] | vias up | global-route usage | share of wire
li1 | - | 83 | - | -
met1 | 290 | 74 | 0.0240 | 0.62
met2 | 119 | 10 | 0.0144 | 0.25
met3 | 59 | 0 | 0.0136 | 0.13
met4 | 0 | 0 | 0.00176 | 0
met5 | 0 | - | 0 | 0
==> how the worst max path moves through the flow <==
stage,from,to,slack [ns],cells past startpoint
CTS,count[2],count[2],0.25,1
global route,count[2],count[2],0.21,1
finish,count[2],count[2],0.28,1
Power figures rest on the tool's default switching activity, not on a simulated workload.
